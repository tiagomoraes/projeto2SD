File: flow/design.v
module Counter(clk, out);
input wire clk;
output reg [3:0] out;
parameter END = 4'b1111;
parameter BEGIN = 4'b0000;
always @(posedge clk) begin
	if(out >= END)
		out = BEGIN;
	else
		out = (out + 1);
end
endmodule
File: flow/run.sh
#!/bin/bash
# OpenROAD 26Q1-2900-gdf79404cd8, Yosys 0.63+post, stock flow scripts
make -C /OpenROAD-flow-scripts/flow DESIGN_CONFIG=/design/flow/config.mk WORK_HOME=/design/flow/orfs finish
File: flow/config.mk
export PLATFORM = sky130hd
export DESIGN_NAME = Counter
export DESIGN_NICKNAME = Counter
export VERILOG_FILES = /design/flow/design.v
export SDC_FILE = /design/flow/constraint.sdc
export NUM_CORES = 4
export LEC_CHECK = 1
export CORE_AREA = 10 10 70 70
export DIE_AREA = 0 0 80 80
File: flow/constraint.sdc
current_design Counter

set clk_period 1.0
set clk_io_pct 0.2

create_clock -name clk0 -period $clk_period [get_ports {clk}]

set non_clock_inputs [all_inputs -no_clocks]
set_input_delay [expr $clk_period * $clk_io_pct] -clock clk0 $non_clock_inputs
set_output_delay [expr $clk_period * $clk_io_pct] -clock clk0 [all_outputs]
==> Slide: Implementation Results <==
Flow Results at a Glance

Outcome
  • Status: finished clean

Clock network
  • CTS clock-pin slew for the worst setup and hold paths: 0.05 ns
  • Root Buffer Master: clkbuf_4
  • Clock Path Buffers: 2
  • Clk Latency, worst-skew pair: 0.24 ns
  • Hold_buf cts: 0
  • Sink Count: 4
  • TritonCTS clock tree: yes
  • Cts bufs inserted: 3
  • Max H-tree Level: 1

Worst setup path
  • Reg-to-reg critical path endpoint: out[3]
  • Worst reg2reg path depth: 4
  • Crit start category: register
  • Crit-path slowest cell: dfxtp_2
  • Critical path type: reg -> out
  • CP Capture Type: output port
  • CP max stage delay: 0.33 ns
  • Crit path DRT: 0.80 ns
  • Worst flop-to-flop path startpoint: out[0]
  • WP buf/inv: 1
  • CP arrival: 0.74 ns
  • Crit path max-delay family: flip-flops
  • Worst Setup SP: out[2]
  • Worst-path fanout max: 2
  • Critical path cell sequence: clkdlybuf4s15_1
  • Reg2Reg Setup Slack: 0.07 ns

Routing
  • Via count: 136
  • DRT antenna net count: 0
  • Pre-Repair DR Iteration Count: 4
  • Routed len/inst: 6.07 um
  • Routed WL: 431 um
  • DRC: 0
  • Ant diodes: 0
  • Vias/cell: 1.92
  • Drt first-iter violations: 12

Yosys
  • Synth flops: 4
  • Unique cell types: 6
  • Synth Warn #: 1
  • Post-Syn Instances: 12
  • Chip area in the Yosys report: 138 um^2
  • Post-synthesis sequential area ratio: 58.2%
  • Yosys cell count: 12
  • Cell Area, Synth: 138 um^2
  • Syn_area_per_cell: 11.5 um^2

Placed design
  • I/O Buffers: 4
  • Placed Instance Area: 265 um^2
  • Final RePlAce weighted congestion: 0.624
  • Placement Setup Slack: -0.0156 ns

Hold path
  • Hold endpoint: out[3]
  • Worst Hold Path Cells: 2
  • HP Class: reg -> reg
  • Hold Crit Start: out[3]

Cells and area
  • Dominant logic cell type in the layout: buf_4
  • Max reg flops: 4
  • Top cells excl fill/tap: buf_4 (6), a31oi_1 (4), dfxtp_2 (4), clkdlybuf4s15_1 (4), clkbuf_4 (3)
  • Design Area, Final: 320 um^2
  • Fin util: 9.38%
  • Layout cell share with drive strength beyond 1: 56.0%
  • Layout area overhead: 133%

Final timing
  • Tcrit/Tclk final: 94.4%
  • Final setup margin: 0.0559 ns
  • Max-slew headroom: 90.7%
  • Hold Vio Cnt, Final: 0
  • Unrepaired setup endpoints after global routing: no
  • Worst Tran Pin Value: 0.139 ns
  • Clock Skews: 0.0144 ns
  • Final tally of max-slew violations: 0
  • Final setup fails: 0
  • Fmax: 1.06 GHz
  • Minimum clock period: 0.944 ns
  • Setup TNS: 0 ns

Flow run
  • Tool Warnings: 25
  • Max Cap Viol: 0

Pwr
  • Pwr dens: 1150 nW/um^2
  • Leakage: 0.130 nW
  • Worst vdd ir: 312 uV

GRT
  • Met3 Track Usage GR: 2.61%
  • GRT Overall Usage: 1.55%
  • Met1 usage: 1.60%
  • Global Route met2 Usage: 1.44%
  • GRT busiest layer: met3
  • Largest net degree at the start of global routing: 6
  • GRT overflow: 0
  • First-pass GRT wire length: 717 um
  • Vias in the first global route: 163
  • Initial antenna violation count: 0

Floorplanning
  • Io pins: 5
  • Die height: 80 um
  • Std-Cell Rows: 21
  • Die area: 6400 um^2
  • Fp util: 4.03%
  • Die X-Extent: 80 um
  • Core area: 3420 um^2
cells in the mapped netlist (all sizes together):
cell / n / area (um^2)
ha: 1 / 12.5
xor2: 1 / 8.76
inv: 1 / 3.75
dfxtp: 4 / 80.1
a31oi: 4 / 25.0
a21o: 1 / 7.51
repair_timing:
item / 4_1_cts / 5_1_grt
resized: 10 / 4
pin swaps: 0 / 1
buffers inserted: 2 / 0
endpoints found under the setup margin: 4 / 5
cell type report:
| type | instances | area [um^2] |
|---|---|---|
| Fill cell | 408 | 3100 |
| Sequential cell | 4 | 85.1 |
| Timing Repair Buffer | 10 | 85.1 |
| Multi-Input combinational cell | 7 | 66.3 |
| Tap cell | 46 | 57.6 |
| Clock buffer | 3 | 22.5 |
| Inverter | 1 | 3.75 |
layer usage:
metal	vias to the layer above	wire length [um]
li1	71	-
met1	54	222
met2	11	99
met3	0	109
met4	0	0
met5	-	0
per-stage QoR:
stage               std cells  total power, mW  hold slack [ns]
floorplan                  12            0.163            0.440
global placement           66            0.163            0.533
detailed placement         66            0.163            0.548
CTS                        71            0.374            0.534
global route               71            0.399            0.589
finish                     71            0.367            0.557
power by group:
| part | switching, mW | internal, mW | leakage, nW | total, mW |
|---|---|---|---|---|
| combinational | 0 | 0 | 0.0817 | 0.0000000817 |
| clock | 0.0725 | 0.135 | 0.0138 | 0.207 |
| sequential | 0 | 0.160 | 0.0343 | 0.160 |
kinds of logic after synthesis:
logic type	share of synthesized area [%]
flip-flops	58.2
buffers and inverters	2.72
adder cells (fa/ha/maj)	9.09
AND-OR/OR-AND	23.6
XOR/XNOR	6.36
worst max-delay path by stage:
| stage | to | slack (ns) | depth (start not counted) |
|---|---|---|---|
| 5_1_grt | out[2] | 0.003 | 1 |
| 4_1_cts | out[3] | 0.004 | 1 |
| 6_report | out[2] | 0.06 | 1 |
Power and IR drop assume default switching activity.
