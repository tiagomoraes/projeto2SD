[design/flow/config.mk]
export PLATFORM = sky130hd
export DESIGN_NAME = ULA
export DESIGN_NICKNAME = ULA
export VERILOG_FILES = /design/flow/design.v
export SDC_FILE = /design/flow/constraint.sdc
export NUM_CORES = 4
export LEC_CHECK = 1
export CORE_AREA = 10 10 70 70
export DIE_AREA = 0 0 80 80
[design/flow/constraint.sdc]
current_design ULA

set clk_period 2.4
set clk_io_pct 0.2

create_clock -name clk0 -period $clk_period

set non_clock_inputs [all_inputs -no_clocks]
set_input_delay [expr $clk_period * $clk_io_pct] -clock clk0 $non_clock_inputs
set_output_delay [expr $clk_period * $clk_io_pct] -clock clk0 [all_outputs]
[design/flow/design.v]
module ULA(func, X,Y, out);
input wire [3:0] X,Y;
input wire func;
output reg [3:0] out;
parameter ADD = 1'b0;
parameter SUB = 1'b1;
always begin 
	case(func)
		ADD: 
			out <= (X + Y);
		SUB:
			out <= (X - Y);
	endcase
end
endmodule
[design/flow/run.sh]
#!/bin/bash
# OpenROAD 26Q1-2900-gdf79404cd8, Yosys 0.63+post, stock flow scripts
make -C /OpenROAD-flow-scripts/flow DESIGN_CONFIG=/design/flow/config.mk WORK_HOME=/design/flow/orfs finish
==> results_dict.tcl <==
# collected from the flow reports
set metrics [dict create \
    rsz0062_at_grt "yes" \
    crit_fanout 2 \
    routed-wl-met2_um 232 \
    gp_congestion 0.755 \
    die_x_um 80 \
    grt-ovfl-total 0 \
    io_pins 13 \
    relSlewSlack 0.887 \
    endpoint_kind "output pin" \
    drive_gt1_frac 0.488 \
    fin_crit_ns 2.41 \
    cp_top_family "adder cells" \
    dr.max_layer_used "met3" \
    grt_pass1_vias 230 \
    vias 216 \
    chip_area_um2 6400 \
    top_area_frac 0.270 \
    ys_types 10 \
    synth_warnings 1 \
    violations "setup timing" \
    yosys_area_um2 185 \
    drtIter0Drc 1 \
    yosysTopAreaCell "ha_1" \
    dp_slack_ns -0.906 \
    required_ns 1.92 \
    power_uw 101 \
    dpl.hpwl_um 497 \
    outcome "finished, violations left" \
    startpoint_type "input pin" \
    fp.coreArea_um2 3420 \
    slowest_stage "mux2_4" \
    met1_length_um 273 \
    mux_area_frac 0.0608 \
    p_per_area_nw_per_um2 221 \
    seq_cells 0 \
    n_clock_buffer 0 \
    dp_cells 89 \
    yosys_cells 24 \
    slew_viol_final 0 \
    leakagePower_nw 0.203 \
    cpMostUsedCell "ha_4" \
    initial_utilization 0.0542 \
    top_cells_by_area "ha_1 27%, xnor2_1 19%, inv_1 16%" \
    rows 21 \
    wire_per_inst_um 6.66 \
    crit_chain "buf_8 > inv_4 > ha_4 > mux2_4 > inv_2 > ha_4 > a21o_1 > a21oi_2 > xnor2_1 > buf_2" \
    top_logic_kind "adder cells" \
    drc_errors 0 \
    hp-class "in2out" \
    setup_slack_ns -0.0115 \
    ys_sh_adder 0.378 \
    common_cells "8 x inv_1, 4 x ha_1, 4 x xnor2_1, 2 x nor2_1" \
    hold_slack_ns 1.61 \
    syn_inst 24 \
    cp.buffers_inverters 4 \
    finalHoldViolCount 0 \
    tightest_slew_ns 0.168 \
    first_pass_iters 2 \
    worstPathArrival_ns 1.93 \
    synthXorXnorAreaFrac 0.236 \
    route.met3.wl_um 87 \
    area_growth_pct 147 \
    synthMostInstantiatedCell "inv_1" \
    portBuffers 13 \
    warnings 33 \
    stdcell_count 89 \
    slowest_delay_ns 0.29 \
    grt_use_total 0.0169 \
    synthAoiAreaFrac 0.0676 \
    synth_area_per_cell_um2 7.72 \
    regArea_um2 0 \
    antenna_found_initial 0 \
    finalCritPeriodShare 1.00 \
    synthesis.area_um2 185 \
    die_y_um 80 \
    fmax_mhz 415 \
    ys_seq_share 0 \
    max-cap-violations 0 \
    wirelength_um 593 \
    postRouteAntennaNets 0 \
    num_antenna_cells 0 \
    vdd_drop_max_mv 0.0282 \
    grt_max_degree 3 \
    grt_pass1_wl_um 959 \
    simple_gate_share 0.0946 \
    crit_type "in2out" \
    viasPerCell 2.43 \
    setup_viol 1 \
]
-- per-stage QoR --
stage	utilization	cell area, µm²	setup TNS (ns)
detailed placement	0.122	418	-2.50
finish	0.134	457	-0.0115
CTS	0.130	445	0
global placement	0.122	418	-2.44
global route	0.134	457	-0.0808
floorplan	-	185	0
-- cell type report --
| type | count | area [µm²] |
|---|---|---|
| fill | 391 | 2960 |
| inverter | 8 | 32.5 |
| multi-input combinational | 16 | 198 |
| tap | 46 | 57.6 |
| timing repair buffer | 19 | 169 |
-- what timing repair did --
| item | 4_1_cts | 5_1_grt |
|---|---|---|
| hold buffers | 0 | 0 |
| gates resized | 28 | 4 |
| setup buffers | 0 | 0 |
| gates cloned | 0 | 0 |
| setup endpoints to repair | 3 | 3 |
| pin swaps | 6 | 6 |
-- kinds of logic (layout without fill, tap and decap cells) --
| kind of cell | after synthesis | count (layout) |
|---|---|---|
| simple gates | 3 | 3 |
| fa+ha+maj | 5 | 5 |
| buf+inv | 8 | 27 |
| compound gates | 2 | 2 |
| mux | 1 | 1 |
| xor+xnor | 5 | 5 |
-- cells in the final DEF, fill, tap and decap left out, types with 2 or more instances in the layout --
cell,n
ha_4,2
buf_2,2
inv_2,2
clkdlybuf4s50_1,7
ha_1,2
inv_1,5
buf_4,5
nor2_1,2
xnor2_1,3
buf_6,2
-- report_power, final --
part	switching (mW)	total [mW]	internal, mW
registers	0	0	0
clock network	0	0	0
logic	0.0358	0.101	0.0652
total	0.0358	0.101	0.0652
-- path summary, 6_finish.rpt --
path  start     end  slack, ns  cells past startpoint
min    Y[0]  out[3]       1.61                      7
max    Y[1]  out[3]      -0.01                     10
-- routing by layer --
metal,global-route usage,up-vias
met5,0,-
met4,0,0
met3,0.00682,0
met2,0.0297,11
met1,0.0198,95
li1,-,110
