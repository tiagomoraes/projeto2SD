[flow/design.v]
module RegisterY(clk, func, in, out);
input wire clk;
input wire [2:0] func;
input wire [3:0] in;
output reg [3:0] out;
parameter CLEAR = 3'b000;
parameter LOAD = 3'b001;
parameter HOLD = 3'b010;
parameter SL = 3'b011;
parameter SR = 3'b100;
always @(posedge clk) begin
	case(func)
		CLEAR:
			out <= 4'b0000;
		LOAD:
			out <= in;
		HOLD:
			out <= out;
		SL:
			out <= (out << 1);
		SR:
			out <= (out >> 1);
	endcase
end
endmodule
[flow/run.sh]
#!/bin/bash
# OpenROAD 26Q1-2900-gdf79404cd8, Yosys 0.63+post, stock flow scripts
make -C /OpenROAD-flow-scripts/flow DESIGN_CONFIG=/design/flow/config.mk WORK_HOME=/design/flow/orfs finish
[flow/config.mk]
export PLATFORM = sky130hd
export DESIGN_NAME = RegisterY
export DESIGN_NICKNAME = RegisterY
export VERILOG_FILES = /design/flow/design.v
export SDC_FILE = /design/flow/constraint.sdc
export NUM_CORES = 4
export LEC_CHECK = 1
export CORE_AREA = 10 10 70 70
export DIE_AREA = 0 0 80 80
[flow/constraint.sdc]
current_design RegisterY

set clk_period 1.2
set clk_io_pct 0.2

create_clock -name clk0 -period $clk_period [get_ports {clk}]

set non_clock_inputs [all_inputs -no_clocks]
set_input_delay [expr $clk_period * $clk_io_pct] -clock clk0 $non_clock_inputs
set_output_delay [expr $clk_period * $clk_io_pct] -clock clk0 [all_outputs]
==> changes_impl.md <==
### Implementation results

* H-tree levels at 1
* DR DRC count at 0
* Global-route track usage on met1 at 2.89%
* Crit path depth at 3
* GRT met3 Usage at less than 1%
* Via count at roughly 230
* Minimum clock period at between 1 and 1.5 ns
* Max FO, Critical Path at 1
* Max-slew headroom at 85.8%
* Leakage at about 0.19 nW
* CP Launch Type: input pin
* Yosys cell types at 10
* Pwr/cell area at 885 nW/um^2
* Largest net degree at the start of global routing at 8
* Status: completed
* Bufs and invs on worst path at 1
* Busiest grt layer: met1
* TritonRoute pass-1 iters at 2
* # diodes at 0
* Clk latency late pin at approximately 0.23 ns
* Post-place setup slack at -0.438 ns
* VDD IR max at 0.000160 V
* Final slew viol count at 0
* Syn Std Cell Area at 249 um^2
* Initial drt markers at 1
* First-pass GRT wire length at ~1100 um
* Largest register FFs at 4
* Max Clock Skew at 0.00200 ns
* Number of global-route vias before repair at 244
* Rows at 21
* IO buf count at 11
* CP delay by family, top: buffers and inverters
* Clk Tree Root Cell: clkbuf_4
* Clock tree buffer depth at 2
* Mapped Avg Cell Area at 13.8 um^2
* Post-synthesis cell count at 18
* Antenna Violating Nets Remaining at 0
* DR WL/cell at around 8.4 um
* Biggest regs: out (4)
* Final worst path period share at between 90 and 100%
* Post-synth seq share at 48.2%
* Flops after synth at 4
* Worst-path clk slew at 0.03 ns
* Detailed-route vias per instance at 2.71
* FP Util at 7.29%
* Non-filler cells, final at 84
* Layout cell share with drive strength beyond 1 at between 30% and 40%
* FF-to-FF path depth at 2
* CP cell instances: clkdlybuf4s50_1, and4bb_2, a311o_1
* Total global routing track utilization at 1.95%
* Met2 usage at approximately 2.2%
* Biggest register: out
* Drt total wl at 705 um
* Synth warn at 1
* DP Wirelength at 535 um
* Min-Delay Path Depth at 2
* Core area at 3420 um^2
* Final setup viols at 0
* Fmax at 0.843 GHz
* TritonCTS clock tree: yes
* Ys cells at 18
* Post-placement cell count at a little under 80
* Synthesis area per yosys at 249 um^2
* Area growth syn-to-layout at 92.0%
* PnR worst setup slack at 0.0134 ns
* CP Class: input pin to register
* Hold Fails Final Rpt at 0
* Clock sink total at 4
* Max cap viols at 0
* I/O pins at 12
* Slowest CP cell: clkdlybuf4s50_1
* CP Capture Type: register
* WP data arrival at 1.16 ns
* OpenROAD warnings at 26
* CP max stage delay at 0.40 ns
* Die H at 80 um
* GR Overflow Total at 0
* RSZ-0062 raised after global routing: no
* Hold-fix buffers, CTS at 0
* Antenna violations before repair at 0
* Chip Area at 6400 um^2
* Hold Path Class: input pin to register
* CP required at 1.17 ns
* Tightest Pin Transition at 0.213 ns
* Placer Congestion at 0.771
* Die width at roughly 80 um
* CTS buffer count at 3
## area by class of cell
cell class / count / area (um^2)
repair buffers: 18 / 154
multi-input cells: 13 / 124
flip-flops and latches: 4 / 120
fillers: 388 / 2940
clock buffers: 3 / 22.5
well taps: 46 / 57.6
## metrics by stage
| stage | total power, mW | cell area [um^2] | hold WS (ns) | setup TNS (ns) | util (%) |
|---|---|---|---|---|---|
| floorplan | 0.199 | 249 | 0.487 | 0 | - |
| global placement | 0.264 | 442 | 0.635 | -2.79 | 12.9 |
| detailed placement | 0.264 | 442 | 0.617 | -2.85 | 12.9 |
| CTS | 0.436 | 478 | 0.559 | -0.0733 | 14.0 |
| global route | 0.445 | 478 | 0.596 | 0 | 14.0 |
| finish | 0.423 | 478 | 0.562 | 0 | 14.0 |
## cells by family (layout without fill, tap and decap cells)
logic type	after synthesis	after routing	synth area share (%)
flops	4	4	48.2
mux	2	2	8.04
buf+inv	1	21	2.01
simple gates	8	8	31.7
compound gates	3	3	10.0
## placed cells by master, fill, tap and decap left out
cell,instances
clkbuf_4,3
a21oi_1,1
a311o_1,2
and4bb_1,2
mux2i_1,2
nor2b_1,1
and4bb_2,2
edfxtp_1,4
buf_4,7
and2b_1,1
nand3b_1,2
dlygate4sd2_1,7
clkdlybuf4s50_1,4
## power breakdown
group,internal [mW],leakage [nW],switching (mW)
Combinational,0.0597,0.140,0.0278
Clock,0.112,0.0138,0.0502
Sequential,0.168,0.0411,0.00534
## layer usage
metal / part of all wire [%] / wire, um
met1: 48 / 338
met2: 36 / 251
met3: 12 / 87
met4: 3.8 / 27
met5: 0 / 0
## cell usage after synthesis
cell	number	area, um^2
edfxtp_1	4	120
a311o_1	2	20.0
and4bb_1	2	25.0
and4bb_2	2	25.0
mux2i_1	2	20.0
nand3b_1	2	15.0
a21oi_1	1	5.00
and2b_1	1	7.51
buf_2	1	5.00
nor2b_1	1	6.26
## worst paths after layout
path	from	end	slack (ns)
setup / recovery	in[1]	out[1]	0.01
hold / removal	func[1]	out[0]	0.56
setup reg to reg	out[3]	out[2]	0.05
hold reg to reg	out[0]	out[1]	0.69
## timing repair
action	CTS	global route
setup buffers	3	1
pin swaps	0	2
gates resized	7	0
setup endpoints to repair	11	1
Power and IR drop assume default switching activity.
